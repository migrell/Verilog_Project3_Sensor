**flow/design.v**
```verilog
`timescale 1ns / 1ps
module register ( 
    input clk,
    input [31:0] d,
    input [3:0] addr, 
    output [31:0] q
);
    reg [31:0] q_reg[15:0];   
    assign q = q_reg[addr];
    always @(posedge clk) begin
        q_reg[addr] <= d;
    end
endmodule
```
**flow/run.sh**
```bash
#!/bin/bash
# OpenROAD 26Q1-2900-gdf79404cd8, Yosys 0.63+post, stock flow scripts
make -C /OpenROAD-flow-scripts/flow DESIGN_CONFIG=/design/flow/config.mk WORK_HOME=/design/flow/orfs finish
```
**flow/config.mk**
```make
export PLATFORM = sky130hd
export DESIGN_NAME = register
export DESIGN_NICKNAME = register
export VERILOG_FILES = /design/flow/design.v
export SDC_FILE = /design/flow/constraint.sdc
export NUM_CORES = 4
export LEC_CHECK = 1
export CORE_UTILIZATION = 50
```
**flow/constraint.sdc**
```tcl
current_design register

set clk_period 5.6
set clk_io_pct 0.2

create_clock -name clk0 -period $clk_period [get_ports {clk}]

set non_clock_inputs [all_inputs -no_clocks]
set_input_delay [expr $clk_period * $clk_io_pct] -clock clk0 $non_clock_inputs
set_output_delay [expr $clk_period * $clk_io_pct] -clock clk0 [all_outputs]
```
==> results.toml <==
# implementation run metrics
[global_routing]
grt_max_degree = 59
overflow = 0
grt_use_total_pct = 23.8
antenna_found_initial = 0
grt_pass1_vias = 10100
grt_pass1_wl_mm = 59.2

[die]
coreArea_mm2 = 0.0378
rows = 71
chipArea_mm2 = 0.0392
io_pins = 69
initCoreUtil_pct = 50.9
dieHeight_um = 198
die_x_um = 198

[placed_design]
portBuffers = 68
place.gp.congestion = 0.802
dp_hpwl_mm = 21.1

[synth]
synth_stat.cells = 809
synth-seq-cells = 512
yosysWarnings = 1
ys_seq_share_pct = 80.0
avgSynthCellArea_um2 = 23.8
synth.area.top_cells = "edfxtp_1 80%, mux4_2 15%, a22oi_1 2.5%"
synth_cell_types = 14
yosys_area_mm2 = 0.0192
top_area_share_pct = 80.0
netlist_area_mm2 = 0.0192
top_area_cell = "edfxtp_1"
syn_inst = 809

[finish]
fin_util_pct = 59.1
largest_reg_flops = 512
n_fill_cell = 2599
drive_above_1_share_pct = 26.6
final_cell_mix = "512 x edfxtp_1, 128 x mux4_2, 66 x clkdlybuf4s50_1"
final_common_cell = "edfxtp_1"
area_growth_pct = 16.1

[detailed_routing]
wirelength_mm = 39.0
wl_per_cell_um = 26.6
viasPerCell = 5.98
drc_errors = 0
drt-pass1-iter-count = 4
drtIter0Drc = 501
num_vias = 8784
antennaDiodeCount = 0
antenna_left = 0

[power]
seqPwrFrac_pct = 54.6
pwr-share-clk_pct = 39.6
p_int_mw = 6.42
power.density_mw_per_mm2 = 359
peakVddDrop_mv = 0.204
pwr-share-comb_pct = 5.9
switching_power_mw = 1.60
swShare_pct = 19.9
power.leakage_nw = 7.03

[clock_network]
cts.path.max_buffers = 3
ctsResizeCount = 0
cts_buffers = 51
clock-sinks = 512
cts.hold.buffers_added = 0
cts_tree = "built"
cts_setup_buffers = 0
h-tree-depth = 2
cts-root-buf = "clkbuf_16"
path_clk_slew_ns = 0.06

[critical_path]
cp_max_fo = 19
cp.arrival_ns = 3.62
crit_path_start_kind = "input port"
critical_path_required_ns = 4.48
end_kind = "output port"
path_class = "input port to output port"

[sta]
max_slew_margin_pct = 47.1
timing.final.hold_violations = 0
fmax_mhz = 211
worst_pin_slew_ns = 0.792
finalSetupViolations = 0
fin_tns_setup_ns = 0
min_period_ns = 4.74
rsz0062_at_grt = "no"
fin_crit_sh_pct = 84.7
final_max_slew_viol_count = 0

[run]
maxCapViolCount = 0
warning_count = 25

[worst_hold_path]
whs_path_depth = 1
hold_path.class = "input port to flop"

[outcome]
outcome = "complete, no violations"
-- per-stage QoR --
step | worst slack (ns) | hold WS (ns) | std cells | total power [mW] | area, um2
after floorplan | 0.291 | 1.22 | 809 | 4.69 | 19200
after global placement | 0.919 | 1.99 | 1378 | 4.92 | 20800
after detailed placement | 0.873 | 2.04 | 1378 | 4.94 | 20800
after CTS | 0.853 | 1.43 | 1468 | 8.10 | 22300
after global routing | 0.717 | 1.50 | 1468 | 8.28 | 22300
final | 0.858 | 1.45 | 1468 | 8.02 | 22300
-- cell type report --
class | instances | area (um2) | share of cell area (%)
clock buffers | 61 | 1360 | 6.08
clock inverters | 29 | 205 | 0.919
well taps | 511 | 639 | 2.86
repair buffers | 105 | 1010 | 4.52
flip-flops and latches | 512 | 15400 | 68.9
multi-input cells | 250 | 3740 | 16.7
-- power groups by stage --
stage / logic, mW / registers [mW] / clock network [mW]
4_1_cts: 0.481 / 4.38 / 3.24
5_1_grt: 0.514 / 4.39 / 3.38
6_report: 0.470 / 4.38 / 3.17
-- worst max-delay path: stages --
cell and delay, ns:
clkdlybuf4s50_1 0.83, and2_2 0.71, buf_4 0.29, a22oi_1 0.08
nand2_1 0.11, clkdlybuf4s50_1 0.46
-- path summary, 6_finish.rpt --
| check | from | endpoint | slack, ns |
|---|---|---|---|
| worst max-delay path | addr[2] | q[17] | 0.86 |
| worst min-delay path | d[3] | q_reg[12][3]$_DFFE_PP_ | 1.45 |
-- Yosys cell counts --
| cell | number |
|---|---|
| mux4_2 | 128 |
| buf_4 | 1 |
| buf_2 | 13 |
| a22oi_1 | 64 |
| clkbuf_1 | 27 |
| edfxtp_1 | 512 |
| and2_1 | 1 |
| nand2b_1 | 4 |
| buf_6 | 6 |
| nor2_1 | 10 |
| nand2_1 | 34 |
| nor4_1 | 1 |
| nor2b_1 | 2 |
| nor3_1 | 6 |
-- kinds of logic after synthesis --
logic type	Yosys count	synth area share, %
AND-OR/OR-AND	64	2.50
buffers and inverters	47	1.26
multiplexers	128	15.0
AND/OR/NAND/NOR	58	1.28
flip-flops	512	80.0
-- per-layer routing --
metal  up-vias  wire [um]  GRT usage (%)
met5         -          0              0
met4         0        851           4.51
met3        68       6390           17.5
met2       627      18800           34.1
met1      4387      13000           32.8
li1       3702          -              -
Power is estimated from default activity; no workload was simulated.
